$ cat /design/flow/run.sh
#!/bin/bash
# OpenROAD 26Q1-2900-gdf79404cd8, Yosys 0.63+post, stock flow scripts
make -C /OpenROAD-flow-scripts/flow DESIGN_CONFIG=/design/flow/config.mk WORK_HOME=/design/flow/orfs finish
$ cat /design/flow/config.mk
export PLATFORM = sky130hd
export DESIGN_NAME = register_file
export DESIGN_NICKNAME = register_file
export VERILOG_FILES = /design/flow/design.v
export SDC_FILE = /design/flow/constraint.sdc
export NUM_CORES = 4
export LEC_CHECK = 1
export CORE_UTILIZATION = 50
$ cat /design/flow/constraint.sdc
current_design register_file

set clk_period 15.3
set clk_io_pct 0.2

create_clock -name clk0 -period $clk_period [get_ports {clk}]

set non_clock_inputs [all_inputs -no_clocks]
set_input_delay [expr $clk_period * $clk_io_pct] -clock clk0 $non_clock_inputs
set_output_delay [expr $clk_period * $clk_io_pct] -clock clk0 [all_outputs]
$ cat /design/flow/design.v
`timescale 1ns / 1ps
module register_file(read_reg1, read_reg2, write_reg, write_data, read_data1, read_data2, write, clk, rst);
input [4:0] read_reg1, read_reg2, write_reg;
input [31:0] write_data;
input write, clk, rst;
output reg [31:0]read_data1, read_data2;
reg [31:0] registers[31:0];
always@(posedge clk) begin
if(rst) 
	begin
		registers[0]=32'b0;
		registers[1]=32'b0;
		registers[2]=32'b0;
		registers[3]=32'b0;
		registers[3]=32'b0;
		registers[4]=32'b0;
		registers[5]=32'b0;
		registers[6]=32'b0;
		registers[7]=32'b0;
		registers[8]=32'b0;
		registers[9]=32'b0;
		registers[10]=32'b0;
		registers[11]=32'b0;
		registers[12]=32'b0;
		registers[13]=32'b0;
		registers[14]=32'b0;
		registers[15]=32'b0;
		registers[16]=32'b0;
		registers[17]=32'b0;
		registers[18]=32'b0;
		registers[19]=32'b0;
		registers[20]=32'b0;
		registers[21]=32'b0;
		registers[22]=32'b0;
		registers[23]=32'b0;
		registers[24]=32'b0;
		registers[25]=32'b0;
		registers[26]=32'b0;
		registers[27]=32'b0;
		registers[28]=32'b0;
		registers[29]=32'b0;
		registers[30]=32'b0;
		registers[31]=32'b0;
	end
	if(!rst && write)
	registers[write_reg]=write_data;
end
always@(registers[read_reg1] or registers[read_reg2])
begin
	read_data1=registers[read_reg1];
	read_data2=registers[read_reg2];
end
endmodule
==> deck_impl_summary.md <==
Flow Results at a Glance

Global route
  – First-pass GRT wire length: 281000 um
  – Busiest grt layer: met2
  – Grt ovf: 0
  – M3 GR Usage: 22.7%
  – Met1 Use GR: 49.2%
  – Number of global-route vias before repair: about 39000
  – Initial antenna violation count: 9
  – GRT Resource Usage Total: around two fifths
  – Global Route met2 Usage: a little over half
  – Largest net degree at the start of global routing: 89

Cells and area
  – Max reg flops: approximately 1000
  – Share of layout cells above drive strength 1: around 8.3%
  – Register area: roughly 0.031 mm2
  – Layout Area Growth over Synthesis: 9.75%
  – Fin cells: around 6200
  – Design Area, Final: slightly above 0.06 mm2
  – Logic area: between 0.02 and 0.025 mm2
  – # fillers: 8959

Flow run
  – Count of tool warnings: 27
  – Number of max-cap violations: 0

Pwr
  – PwrDens: about 110 mW/mm2
  – Static leakage: 0.0241 uW
  – Maximum vdd drop: slightly above 0.09 mV

Floorplan
  – Site row count: approximately 120
  – Die area: between 0.1 and 0.15 mm2
  – # IOs: between 100 and 150
  – Core Area: 0.111 mm2
  – Fp_density: between 50% and 60%
  – Chip Width: between 300 and 400 um
  – Chip height: 338 um

Place
  – GPL Wtd Cong: ~0.90
  – Placed instance count: between 5000 and 6000
  – Post-DP HPWL: between 100000 and 150000 um
  – IO buf count: 113
  – Dpl cell area: 0.0585 mm2

STA
  – Final min period: 10.19 ns
  – Slew Limit Headroom: a little over a third
  – Hold Vio Cnt, Final: 0
  – Setup TNS: 0 ns
  – Final tally of setup violations: 0
  – Max-slew violations: 0
  – RSZ-0062 raised after global routing: false
  – Fin crit share: ~67%
  – Fmax: 98.2 MHz
  – Worst slew pin tran: roughly 0.96 ns

Run status
  – Status: completed

Clocking
  – Post-cts sizing count: 0
  – Post-CTS Hold Fix Bufs: 0
  – CTS tree: yes
  – TritonCTS Sinks: 1024
  – H-tree Lvls: 3
  – Clk buf depth: 3
  – Clk Tree Root Cell: clkbuf_16
  – Reg clk slew, reported paths: around 0.060 ns
  – Num CTS Buffers: 113
  – Post-CTS Repair Setup Buffers: 0

Drt
  – Number of remaining DRC errors: 0
  – 1st-pass router iterations: 6
  – Remaining antenna violation count: 0
  – Post-Route WL: around 200000 um
  – Routed wire per std cell: between 30 and 40 um
  – Via density: 6.20
  – Routed vias: between 30000 and 40000
  – DR iter-0 viols: between 2000 and 2500

Yosys
  – # Cells Yosys: around 4600
  – Synthesis Warnings: 1
  – Synth Area per Inst: 12.2 um2
  – Yosys stat area: roughly 0.056 mm2
  – Cells after synthesis: between 4000 and 5000
  – Seq/Total Area, Yosys: between 50% and 60%
  – Unique cell types: 32
  – Synth flops: 1024
  – Mapped Area: about 0.056 mm2

Setup path
  – Crit. End Element: primary output
  – Crit path arrival time: approximately 7.1 ns
  – WP buf/inv: 4
  – Critical path, cell by cell: clkdlybuf4s50_1, and2_4, buf_4, buf_4, a22o_1, nor3_1, a31oi_1, nand3_1, clkdlybuf4s50_1
  – Critical path class: in2out
  – Delay-heaviest family, CP: buffers and inverters
  – Crit path launch type: input port
  – Worst-path fanout max: 39
  – Required @ worst endpoint: around 12 ns
  – Worst path slowest cell: buf_4
  – Critical Path Max Stage Delay: 0.76 ns

Hold path
  – Hold WC Path Type: in2reg
-- path summary, 6_finish.rpt --
| path | from | endpoint | slack, ns | cells past startpoint |
|---|---|---|---|---|
| setup / recovery | read_reg1[2] | read_data1[13] | 5.11 | 9 |
| hold / removal | write_data[19] | registers[30][19] | 3.30 | 3 |
-- layer usage --
layer  up-vias  routed length, um
met4        18              11700
met3       586              29300
li1      16900                  -
met5         -                224
met2      2302              89000
met1     18400              70200
-- cell type report --
type                       count  share of cell area (%)
timing repair buffer         268                    3.88
clock buffer                 153                    4.91
sequential                  1024                    49.6
antenna                        5                  0.0202
tap                         1488                    3.01
multi-input combinational   3168                    37.9
clock inverter                56                   0.638
-- logic make-up (layout without fill, tap and decap cells) --
| logic type | count (synthesis) | in the layout | share of synthesized area [%] |
|---|---|---|---|
| other cells | 0 | 5 | 0 |
| buf+inv | 448 | 477 | 4.30 |
| compound gates | 576 | 576 | 6.95 |
| flops | 1024 | 1024 | 54.5 |
| simple gates | 1568 | 1568 | 16.1 |
| mux | 1024 | 1024 | 18.2 |
-- synthesized netlist by cell type (all sizes together) --
cell type | instances | share of area, %
or3b | 2 | 0.040
a21oi | 192 | 1.7
nand3 | 194 | 1.7
buf | 191 | 2.4
nor2 | 36 | 0.48
and2 | 1026 | 11
nor2b | 4 | 0.044
nor3 | 64 | 0.57
mux2i | 1024 | 18
a22o | 128 | 2.0
a31oi | 64 | 0.71
nand2b | 5 | 0.055
nand2 | 196 | 1.3
or2 | 34 | 0.38
a22oi | 192 | 2.6
and2b | 1 | 0.013
nand3b | 4 | 0.075
clkbuf | 257 | 1.9
edfxtp | 1024 | 54
or3 | 2 | 0.031
-- placed cells by master, fill, tap and decap left out, drive strengths merged, types with 111 or more instances in the layout --
cell type	count
nand3	194
edfxtp	1024
and2	1026
buf	157
clkdlybuf4s50	111
mux2i	1024
a22oi	192
nand2	196
a21oi	192
clkbuf	153
a22o	128
-- per-stage QoR --
step / utilization (%) / power [uW] / hold slack (ns) / worst slack (ns)
after detailed placement: 52.6 / 4180 / 4.02 / 5.17
after global placement: 52.6 / 4170 / 4.02 / 5.20
after global routing: 55.7 / 6900 / 3.30 / 4.94
after floorplan: - / 3830 / 3.26 / 8.13
after CTS: 55.7 / 6740 / 3.27 / 5.17
final: 55.7 / 6720 / 3.30 / 5.11
-- report_power, final --
part | internal, uW | leakage, uW | switching [uW]
combinational | 294 | 0.0127 | 527
sequential | 3240 | 0.00974 | 74.2
clock | 1460 | 0.00168 | 1120
total | 5000 | 0.0241 | 1720
Power and IR drop assume default switching activity.
