`design/flow/config.mk`:
```
export PLATFORM = sky130hd
export DESIGN_NAME = ALU
export DESIGN_NICKNAME = ALU
export VERILOG_FILES = /design/flow/design.v
export SDC_FILE = /design/flow/constraint.sdc
export NUM_CORES = 4
export LEC_CHECK = 1
export CORE_UTILIZATION = 30
```
`design/flow/run.sh`:
```
#!/bin/bash
# OpenROAD 26Q1-2900-gdf79404cd8, Yosys 0.63+post, stock flow scripts
make -C /OpenROAD-flow-scripts/flow DESIGN_CONFIG=/design/flow/config.mk WORK_HOME=/design/flow/orfs finish
```
`design/flow/design.v`:
```
`timescale 1ns / 1ps
module ALU(result, neg_out, zero_out, carry_out, a, b, sh_amt, op, shift_src, clk);
input [31:0] a;
input [31:0] b;
input [4:0] sh_amt;
input [2:0] op;
input shift_src, clk;
output [31:0] result;
output wire zero_out;
output wire neg_out;
output reg carry_out;
reg zero, neg;
wire carry;
wire [31:0] sh_result, c_add, c_comp;
wire [4:0] sh_in;
Mux21_5bit ShiftSrc(
	.in0(sh_amt),
	.in1(b[4:0]),
	.sel(shift_src),
	.out(sh_in)
);
shifter Shifter (
		.sh_result(sh_result), 
		.op(op), 
		.a(a), 
		.sh_amt(sh_in)
	);
One_Bit_ALU alu0 (result[0], c_add[0], c_comp[0], a[0], b[0], sh_result[0], 1'b0, 1'b1, op),
			alu1  (result[1], c_add[1], c_comp[1], a[1], b[1], sh_result[1], c_add[0], c_comp[0], op),
			alu2  (result[2], c_add[2], c_comp[2], a[2], b[2], sh_result[2], c_add[1], c_comp[1], op),
			alu3  (result[3], c_add[3], c_comp[3], a[3], b[3], sh_result[3], c_add[2], c_comp[2], op),
			alu4  (result[4], c_add[4], c_comp[4], a[4], b[4], sh_result[4], c_add[3], c_comp[3], op),
			alu5  (result[5], c_add[5], c_comp[5], a[5], b[5], sh_result[5], c_add[4], c_comp[4], op),
			alu6  (result[6], c_add[6], c_comp[6], a[6], b[6], sh_result[6], c_add[5], c_comp[5], op),
			alu7  (result[7], c_add[7], c_comp[7], a[7], b[7], sh_result[7], c_add[6], c_comp[6], op),
			alu8  (result[8], c_add[8], c_comp[8], a[8], b[8], sh_result[8], c_add[7], c_comp[7], op),
			alu9  (result[9], c_add[9], c_comp[9], a[9], b[9], sh_result[9], c_add[8], c_comp[8], op),
			alu10 (result[10], c_add[10], c_comp[10], a[10], b[10], sh_result[10], c_add[9], c_comp[9], op),
			alu11 (result[11], c_add[11], c_comp[11], a[11], b[11], sh_result[11], c_add[10], c_comp[10], op),
			alu12 (result[12], c_add[12], c_comp[12], a[12], b[12], sh_result[12], c_add[11], c_comp[11], op),
			alu13 (result[13], c_add[13], c_comp[13], a[13], b[13], sh_result[13], c_add[12], c_comp[12], op),
			alu14 (result[14], c_add[14], c_comp[14], a[14], b[14], sh_result[14], c_add[13], c_comp[13], op),
			alu15 (result[15], c_add[15], c_comp[15], a[15], b[15], sh_result[15], c_add[14], c_comp[14], op),
			alu16 (result[16], c_add[16], c_comp[16], a[16], b[16], sh_result[16], c_add[15], c_comp[15], op),
			alu17 (result[17], c_add[17], c_comp[17], a[17], b[17], sh_result[17], c_add[16], c_comp[16], op),
			alu18 (result[18], c_add[18], c_comp[18], a[18], b[18], sh_result[18], c_add[17], c_comp[17], op),
			alu19 (result[19], c_add[19], c_comp[19], a[19], b[19], sh_result[19], c_add[18], c_comp[18], op),
			alu20 (result[20], c_add[20], c_comp[20], a[20], b[20], sh_result[20], c_add[19], c_comp[19], op),
			alu21 (result[21], c_add[21], c_comp[21], a[21], b[21], sh_result[21], c_add[20], c_comp[20], op),
			alu22 (result[22], c_add[22], c_comp[22], a[22], b[22], sh_result[22], c_add[21], c_comp[21], op),
			alu23 (result[23], c_add[23], c_comp[23], a[23], b[23], sh_result[23], c_add[22], c_comp[22], op),
			alu24 (result[24], c_add[24], c_comp[24], a[24], b[24], sh_result[24], c_add[23], c_comp[23], op),
			alu25 (result[25], c_add[25], c_comp[25], a[25], b[25], sh_result[25], c_add[24], c_comp[24], op),
			alu26 (result[26], c_add[26], c_comp[26], a[26], b[26], sh_result[26], c_add[25], c_comp[25], op),
			alu27 (result[27], c_add[27], c_comp[27], a[27], b[27], sh_result[27], c_add[26], c_comp[26], op),
			alu28 (result[28], c_add[28], c_comp[28], a[28], b[28], sh_result[28], c_add[27], c_comp[27], op),
			alu29 (result[29], c_add[29], c_comp[29], a[29], b[29], sh_result[29], c_add[28], c_comp[28], op),
			alu30 (result[30], c_add[30], c_comp[30], a[30], b[30], sh_result[30], c_add[29], c_comp[29], op),
			alu31 (result[31], carry    , c_comp[31], a[31], b[31], sh_result[31], c_add[30], c_comp[30], op);
always @(a or result) begin
	if (result[31] == 1)
		neg <= 1;
	else
		neg <= 0;
	if (result == 0)
		zero <= 1;
	else
		zero <= 0;
end
assign zero_out = zero;
assign neg_out = neg;
always @(posedge clk) begin
	carry_out <= carry;
end
endmodule
`timescale 1ns / 1ps
module Mux21_5bit(out, in0, in1, sel);
input [4:0] in0, in1;
input sel;
output reg [4:0] out;
always @(in0 or in1 or sel) begin
	if (sel == 1'b0)
		out = in0;
	else if (sel == 1'b1)
		out = in1;
end
endmodule
`timescale 1ns / 1ps
module One_Bit_ALU(result, c_out_add, c_out_comp, a, b, sh_result, c_in_add, c_in_comp, op);
input a;
input b;
input sh_result;
input c_in_add;
input c_in_comp;
input [2:0] op;
output reg result;
output reg c_out_add;
output reg c_out_comp;
always @ (a or b or sh_result or c_in_add or c_in_comp or op) begin
	if (op == 3'b000) begin
		result <= a & b;
	end else if (op == 3'b001) begin
		result <= a ^ b;
	end else if (op == 3'b010) begin
		result <= a;
	end else if (op == 3'b011) begin
		result <= sh_result;
	end else if (op == 3'b100) begin
		result <= sh_result;
	end else if (op == 3'b101) begin
		result <= sh_result;	
	end else if (op == 3'b110) begin
		result <= a ^ b ^ c_in_add;
		c_out_add <= a&b | (a^b) & c_in_add;
	end else if (op == 3'b111) begin
		result <= ~b ^ c_in_comp;
		c_out_comp <= ~b & c_in_comp; 
	end
end
endmodule
`timescale 1ns / 1ps
module shifter(sh_result, op, a, sh_amt);
input signed [31:0] a;
input [2:0] op;
input [4:0] sh_amt;
output reg signed [31:0] sh_result;
always @ (op or a or sh_amt) begin
	if (op == 3'b011) begin
		sh_result <= a << sh_amt;
	end else if (op == 3'b100) begin
		sh_result <= a >> sh_amt;
	end else if (op == 3'b101) begin
		sh_result <= a >>> sh_amt;
	end
end
endmodule
```
`design/flow/constraint.sdc`:
```
current_design ALU

set clk_period 10.5
set clk_io_pct 0.2

create_clock -name clk0 -period $clk_period [get_ports {clk}]

set non_clock_inputs [all_inputs -no_clocks]
set_input_delay [expr $clk_period * $clk_io_pct] -clock clk0 $non_clock_inputs
set_output_delay [expr $clk_period * $clk_io_pct] -clock clk0 [all_outputs]
```
==> summary.txt <==
flow finished, numbers: Distinct cells, synth 59, synthesized area per cell 9.37 um2, most common flop cell mapped by yosys dlxtn_1, max reg flops 32, hold crit path type register to primary output, number of global-route vias before repair 8116, max frequency 112 MHz, LEAKAGE 4.69 nW, Post-Synth Simple-Gate Area 9.51%, comb area leader multiplexers, Final Routed Wirelength 31.2 mm, RSZ-0062 raised after global routing no, Cell Area, Synth 9460 um2, Global Route Usage Sum 20.3%, clk slew on worst S/H paths 0 ns, Post-CTS Hold Fix Bufs 0, Detailed Place HPWL 23.1 mm, pin count of the biggest net entering global routing 67, Post-Layout Cell Count 1440, vias per cell 5.62, number of unconstrained endpoints 128, FP Util 30.7%, startpoint types primary input, CP endpoint kind primary output, crit path DAT 6.81 ns, Final Hold Viols 0, CP max stage delay 0.76 ns, detailed-route via count 8092, pre-CTS setup slack 1.65 ns, Vert. Die Dim 180 um, delay-heaviest family, CP buffers and inverters, DRC viols 0, Yosys warning total 4, Chip Width 180 um, Worst EP required 8.40 ns, total negative slack 0 ns, Min Clock Period, post-route 8.91 ns, Diodes inserted 0, post-synthesis cell count 1009, XOR/XNOR Area Share 0.0926%, Ports 109, Synth top cells by count mux2i_1, dlxtn_1, nand2_1, a211oi_1, ha_1, register pins left without a clock 127, Top cell area share 20.2%, biggest area cells dlxtn_1, mux2i_1, mux4_2, ha_1, fa_1, Setup Crit Path Kind primary input to primary output, Port-buffer cells 108, MUX share of area 30.9%, Synth Area in Adders 14.8%, met3 WL 2.94 mm, core area 30800 um2, leading area contributor after synthesis dlxtn_1, dpl cells 1440, die area 32200 um2, critical path, cell by cell clkdlybuf4s50_1 > and3b_1 > a21oi_4 > buf_4 > a211oi_1 > a211oi_1 > a21oi_1 > dlxtn_1 > nor4_1 > nand4_1 > nor2_1 > clkdlybuf4s50_1, routability cong. 0.994, GRT overflow 0, EDFF count, synth 0, Synth-to-Final Area Change 12.4%, initial antenna violation count 0, Buf/Inv on CP 3, register bank with the most flops Shifter.sh_result, post-layout util 34.5%, mean routed wirelength per cell 21.7 um, DR top layer met5, Resized Gates After CTS 0, drt pass-1 iters 27, count leader, synth mux2i_1, Post-CTS Setup Repair Bufs 0, FP Rows 64, Max IR drop VDD 0.0000257 V, WL met2 13.6 mm, final count of pins violating max slew 0, Pwr Total 0.561 mW, tool warnings 28, Async SR Flop Fraction 0%, Chip Area, Yosys 9460 um2, Synth flops 128, initial drt markers 599, worst rel slew slack 46.4%, M1 WL 14.1 mm, first-pass GRT wire length 49.7 mm, slowest stage cell, crit path clkdlybuf4s50_1, status finished, final reports clean, Final WS setup 1.59 ns, post-route clock period utilization 84.9%, fraction of layout instances using a drive strength above 1 9.29%, Pwr Density 52.7 nW/um2, Yosys Instances 1009, maxcap violations 0, Compound Share, Synth 15.2%, Slew @ Worst Pin 0.804 ns, DRT antenna net count 0, final setup violation count 0, Critical Path Fanout Max 66
==> cell type report <==
cell class	count	area (um2)
inverters	32	120
fillers	3143	20200
multi-input cells	755	6860
repair buffers	129	1230
flip-flops and latches	128	1930
well taps	396	495
==> per-layer routing <==
| metal | GRT usage (%) | up-vias |
|---|---|---|
| met1 | 30.6 | 3895 |
| met3 | 5.49 | 33 |
| li1 | - | 3789 |
| met2 | 30.2 | 373 |
| met5 | 1.33 | - |
| met4 | 3.28 | 2 |
==> final timing paths <==
kind	start	to	slack (ns)	cells after the start
setup / recovery	op[2]	zero_out	1.59	12
hold / removal	carry_out	carry_out	2.75	1
==> where the power goes <==
| part | total, mW | internal, mW | switching, mW | leakage, nW |
|---|---|---|---|---|
| clock network | 0 | 0 | 0 | 0 |
| logic | 0.481 | 0.207 | 0.275 | 3.67 |
| registers | 0.0791 | 0.0646 | 0.0145 | 1.02 |
==> cell usage in the layout (no fill, tap or decap), drive strengths merged, types with 2 or more instances in the layout <==
cell / count
a211o: 5
a211oi: 70
a21boi: 3
a21oi: 59
a221o: 8
a2bb2oi: 3
a31oi: 4
and2: 2
and3: 2
buf: 22
clkdlybuf4s50: 107
conb: 32
dlxtn: 127
fa: 31
ha: 62
inv: 32
mux2: 12
mux2i: 138
mux4: 60
nand2: 83
nand3: 34
nand3b: 2
nand4: 2
nor2: 62
nor3: 5
nor4: 10
o2111ai: 5
o211ai: 12
o21ai: 17
o221ai: 2
o22a: 2
o22ai: 14
o32a: 2
==> kinds of logic (layout without fill, tap and decap cells) <==
family,count (synthesis),count (layout)
and+or+nand+nor,206,206
other,1,32
xor gates and xnor gates,1,1
DFF,1,1
buffers and inverters,157,161
latches,127,127
adders and majority gates,93,93
AOI/OAI and AO/OA,213,213
muxes,210,210
==> stage by stage <==
| step | hold slack, ns | cell area [um2] |
|---|---|---|
| 6_report | 2.75 | 10600 |
| 5_1_grt | 2.77 | 10600 |
| 4_1_cts | 2.75 | 10600 |
| 3_5_place_dp | 2.75 | 10600 |
| 3_3_place_gp | 2.76 | 10600 |
| 2_1_floorplan | 2.36 | 9580 |
Power and IR drop assume default switching activity.
