`/design/flow/config.mk`:
```
export PLATFORM = sky130hd
export DESIGN_NAME = branch_mechanism
export DESIGN_NICKNAME = branch_mechanism
export VERILOG_FILES = /design/flow/design.v
export SDC_FILE = /design/flow/constraint.sdc
export NUM_CORES = 4
export LEC_CHECK = 1
export CORE_UTILIZATION = 40
```
`/design/flow/constraint.sdc`:
```
current_design branch_mechanism

set clk_period 12.7
set clk_io_pct 0.2

create_clock -name clk0 -period $clk_period

set non_clock_inputs [all_inputs -no_clocks]
set_input_delay [expr $clk_period * $clk_io_pct] -clock clk0 $non_clock_inputs
set_output_delay [expr $clk_period * $clk_io_pct] -clock clk0 [all_outputs]
```
`/design/flow/design.v`:
```
`timescale 1ns / 1ps
module branch_mechanism( zero, carry, negative, immediate, pseudo_add, 
			register, pc, uncondBr, condBr, regBr, out, condControl, uncondControl);  
input zero, carry, negative, uncondBr, condBr, regBr;
input [31:0] immediate, register, pc;
input [25:0] pseudo_add;
input [1:0] uncondControl, condControl;
output [31:0] out;
wire [31:0] condOut, uncondOut;
wire condFinal, condPrefinal, uncondFinal, uncondPrefinal  ;
reg [31:0] condAdd, uncondAdd;
multiplexer21 condMux(.a(condAdd),.b(pc),.select(condFinal),.out(condOut));
multiplexer21 uncondMux(.a(uncondAdd),.b(condOut),.select(uncondFinal),.out(uncondOut));
multiplexer21 regMux(.a(register),.b(uncondOut),.select(regBr),.out(out));
always@(pc or immediate)								 
begin
	condAdd=immediate;
	condAdd=condAdd<<2;
	condAdd=pc+condAdd;
end
always@(pseudo_add or pc) begin							 
	uncondAdd=pseudo_add;
	uncondAdd=uncondAdd<<2;
	uncondAdd[31]=pc[31];	uncondAdd[30]=pc[30];		 
	uncondAdd[29]=pc[29];	uncondAdd[28]=pc[28];
end
and condAnd(condFinal, condPrefinal, condBr);
or condOr(condPrefinal, bltz, bnz, bz);
and bltzAnd(bltz, negative, !condControl[0], condControl[1]);
and bzAnd(bz, zero, condControl[0], condControl[1]);
and bnzAnd(bnz, !zero, condControl[0], !condControl[1]);
and uncondAnd(uncondFinal, uncondPrefinal, uncondBr);
or uncondOr(uncondPrefinal, bcy, bncy, blb);
and bncyAnd(bncy,!carry, !uncondControl[0], uncondControl[1]);
and bcyAnd(bcy, carry, uncondControl[0], uncondControl[1]);
and blbAnd(blb, uncondControl[0], !uncondControl[1]);
endmodule
`timescale 1ns / 1ps
module multiplexer21(a,b,select,out);
input [31:0]a,b;
input  select;
output reg [31:0]out;
always@(*) begin
	if(select) out=a;
	else out =b;
end
endmodule
```
`/design/flow/run.sh`:
```
#!/bin/bash
# OpenROAD 26Q1-2900-gdf79404cd8, Yosys 0.63+post, stock flow scripts
make -C /OpenROAD-flow-scripts/flow DESIGN_CONFIG=/design/flow/config.mk WORK_HOME=/design/flow/orfs finish
```
==> run summary <==
Flow results are below.

- The detailed router's first-iteration violation count is 232, for reference.
- The setup TNS is 0 ns, for reference.
- The number of cells reported by Yosys stat comes to 395.
- Synthesis instantiated 70 different standard cells from the library.
- The post-detailed-placement half-perimeter wirelength is 7310 um, for reference.
- The number of fillers in the final layout is 519, for reference.
- STA puts the critical path data arrival time at 6.22 ns.
- The antenna diode count is 0, for reference.
- The run finished with clean final reports.
- The number of buffers inserted by port buffering is 162, for reference.
- The kind of path behind the tightest hold check is input port to primary output, for reference.
- Once layout is complete, the cells apart from fillers number 613.
- The critical path is of the input port to primary output type.
- The detail route stage leaves a number of antenna-violating nets equal to 0.
- The initial core utilization is 42.3%, for reference.
- The critical path crosses 12 cells after its start point.
- Broken down by cell family, the worst path's largest delay share belongs to AND-OR/OR-AND gates.
- Per the run report, area growth between synthesis and finish was 64.2%.
- The launching element type of the critical path is an input port, for reference.
- Dividing the synthesized area by the synthesized cell count gives 6.50 um^2.
- The critical path's slowest stage uses the library cell a311oi_2.
- The worst-margin pin slew is 0.738 ns, for reference.
- The tool warning count for the run is 35.
- The maximum number of pins on one net before global-route repair is 64, for reference.
- According to the timing report, the data required time at the worst endpoint equals 10.16 ns.
- The area of the core region is 6060 um^2, for reference.
- The post-route standard cell area excluding fillers is 4210 um^2, for reference.
- In this design, the stage delay of the slowest critical-path cell is 0.54 ns.
- The routed design has 9000 um of wire.
- The portion of the clock cycle consumed by the worst path in the final layout is 69.0%, for reference.
- The count of hold buffers inserted by post-cts repair is 0, for reference.
- The wire length per cell is 14.7 um, for reference.
- STA classifies the critical path endpoint as a primary output.
- Summed over all cells, the static leakage comes to 1.71 nW.
- The chip area estimate from yosys synthesis is 2570 um^2, for reference.
- The final-report setup violation count is 0, for reference.
- The number of I/O pins is 164, for reference.
- The initial antenna violation count is 0, for reference.
- The total global-route track usage is 26.9%, for reference.
- The count of standard-cell rows is 28, for reference.
- The die is 82.1 um tall.
- Per the OpenROAD floorplan log, the area of the die is 6740 um^2.
- For the finished layout, the period the worst path requires is 8.76 ns.
- The highest attainable clock frequency is 0.114 GHz, for reference.
- The areal power density over the cells is 42.3 nW/um^2, for reference.
- TritonRoute reported its final design rule violation total as 0.
- The via-per-instance ratio is 5.66, for reference.
- Once the clock tree was built, the resizer swapped 0 gates to a different size.
- Of the cells placed in the final design, the portion with a size suffix greater than 1 is 4.46%.
- Looking at the post-CTS report, the setup buffer insertion count equals 0.
- Measured against its own limit, the worst slew margin works out to 50.6%.
- Per the placement report, the placed cell count is 613.
- The final weighted congestion recorded by global placement is 0.906.
- The wire length of the first global-routing pass is 14300 um, for reference.
- Of all nets on the critical path, the largest fanout is 6.
- The overall overflow remaining after global route is 0, for reference.
- Along the worst hold path, the cell count comes to 4.
- Counting both buffers and inverters, the worst setup path holds a total of 2.
- The via count is 3470, for reference.
- The peak supply drop is 0.0262 mV, for reference.
- The count of max-cap constraint violations is 0, for reference.
- The final-layout worst hold slack is 5.98 ns, for reference.
- The first-pass iteration count of the detailed router is 4, for reference.
- Setup repair after global routing left no endpoint under its margin.
- The synthesis report lists the Yosys warning total as 8.
- In the final report, the number of hold violations comes to 0.
- The cell area after placement is 4210 um^2, for reference.
- Registers take 0 um^2.
- The count of sequential standard cells is 0, for reference.
- The signal on the critical path passes through clkdlybuf4s50_1 > ha_1 > fa_1 > a21o_1 > a21oi_1 > o21ai_2 > a311oi_2 > o311ai_1 > xnor2_1 > a2111oi_0 > a21o_1 > clkdlybuf4s50_1.
- The number of global-route vias before repair is 3138.
- The die is 82.1 um wide.
- After synthesis the cells add up to 2570 um^2.
- The layout has 0 clock buffers.
- Of the synthesized area, sequential elements account for 0%.
- The final number of max-transition violations is 0, for reference.
- After technology mapping, the gate count stands at 395.
metal layers:
| metal | wire length (um) | vias to the layer above | track usage, % |
|---|---|---|---|
| li1 | - | 1784 | - |
| met2 | 4280 | 122 | 46.7 |
| met4 | 38 | 0 | 1.40 |
| met5 | 0 | - | 0 |
| met3 | 609 | 4 | 1.90 |
| met1 | 4070 | 1560 | 38.3 |
Yosys cell counts (all sizes together), types with 3 or more instances:
| cell | instances | area share [%] |
|---|---|---|
| o21bai | 4 | 1.2 |
| xor2 | 8 | 2.7 |
| ha | 29 | 14 |
| o31a | 4 | 1.4 |
| and4 | 4 | 1.5 |
| o21a | 3 | 0.88 |
| nor2 | 31 | 4.5 |
| and3 | 14 | 3.5 |
| o211ai | 9 | 2.6 |
| nand2b | 4 | 0.97 |
| mux2i | 3 | 1.2 |
| a21oi | 31 | 6.0 |
| a221oi | 3 | 1.0 |
| o221ai | 4 | 1.4 |
| a21o | 11 | 3.3 |
| and2 | 3 | 0.73 |
| o21ai | 48 | 9.9 |
| nand3 | 11 | 2.1 |
| or3 | 3 | 0.73 |
| a211oi | 7 | 2.0 |
| inv | 11 | 1.6 |
| nor3 | 6 | 1.2 |
| xnor2 | 12 | 4.1 |
| o311ai | 3 | 1.0 |
| a2111oi | 6 | 3.0 |
| clkbuf | 21 | 3.1 |
| o31ai | 6 | 1.8 |
| nor2b | 4 | 1.1 |
| a311oi | 3 | 1.3 |
| nand2 | 57 | 8.7 |
| nand4 | 3 | 0.73 |
kinds of logic after synthesis:
logic type,after synthesis,synth area share (%)
AND/OR/NAND/NOR,145,27.3
XOR/XNOR,20,6.83
AND-OR/OR-AND,161,43.6
adder cells (fa/ha/maj),30,14.9
buffers and inverters,34,5.36
multiplexers,5,2.05
cell type report:
| type | instances | area, um^2 | share of cell area, % |
|---|---|---|---|
| multi-input combinational | 361 | 2430 | 57.7 |
| timing repair buffer | 166 | 1650 | 39.1 |
| tap | 75 | 93.8 | 2.23 |
| inverter | 11 | 41.3 | 0.980 |
metrics by stage:
stage | util [%] | power (W) | setup WS (ns)
6_report | 69.5 | 0.000178 | 3.94
3_3_place_gp | 69.5 | 0.000176 | 3.97
4_1_cts | 69.5 | 0.000179 | 3.93
3_5_place_dp | 69.5 | 0.000177 | 3.94
5_1_grt | 69.5 | 0.000198 | 3.71
2_1_floorplan | - | 0.0000946 | 5.26
final timing paths:
path                     start  endpoint
setup / recovery         pc[2]   out[20]
hold / removal    register[17]   out[17]
power by group:
group,internal (W),switching [W]
sequential,0,0
clock,0,0
combinational,0.000101,0.0000773
total,0.000101,0.0000773
placed cells by master (no fill, tap or decap), drive strengths merged, types with 7 or more instances in the layout:
cell type	netlist	layout
a21o	11	11
nand3	11	11
o21ai	48	48
a211oi	7	7
ha	29	29
o211ai	9	9
clkdlybuf4s50	0	161
and3	14	14
inv	11	11
xnor2	12	12
nand2	57	57
nor2	31	31
xor2	8	8
a21oi	31	31
Power figures rest on the tool's default switching activity, not on a simulated workload.
